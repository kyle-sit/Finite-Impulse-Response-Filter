$ cat flow/config.mk
export PLATFORM = sky130hd
export DESIGN_NAME = SSE
export DESIGN_NICKNAME = SSE
export VERILOG_FILES = /design/flow/design.v
export SDC_FILE = /design/flow/constraint.sdc
export NUM_CORES = 4
export LEC_CHECK = 1
export CORE_AREA = 10 10 78 78
export DIE_AREA = 0 0 88 88
$ cat flow/constraint.sdc
current_design SSE

set clk_period 1.6
set clk_io_pct 0.2

create_clock -name clk0 -period $clk_period [get_ports {clk}]

set non_clock_inputs [all_inputs -no_clocks]
set_input_delay [expr $clk_period * $clk_io_pct] -clock clk0 $non_clock_inputs
set_output_delay [expr $clk_period * $clk_io_pct] -clock clk0 [all_outputs]
$ cat flow/design.v
module SSE (
	input logic clk, rst, stop,
	input logic [31:0] A, B,
	output logic ready, next,
	output logic [31:0] Y
);
	logic [2:0] state;
	parameter idle = 3'd0, subtract = 3'd1, multiply = 3'd2, add = 3'd3, stopped = 3'd4;
	logic [31:0] difference, product;
	logic [4:0] wc;
	logic ready1, busy1, ready2, busy2, ready3, busy3, start1, start2, start3;
	adder_fp adder1 (
		.clk(clk), .start(start1), .op(1),
		.A(A), .B(B),
		.ready(ready1), .busy(busy1),
		.Y(difference)
	);
	multiplier_fp multiplier1 (
		.clk(clk), .start(start2),
		.A(difference), .B(difference),
		.ready(ready2), .busy(busy2),
		.Y(product)
	);
	adder_fp adder2 (
		.clk(clk), .start(start3), .op(0),
		.A(Y), .B(product),
		.ready(ready3), .busy(busy3),
		.Y(Y)
	);
	always_ff @(posedge clk) begin
		if(rst) begin
			Y <= 0;
			next <= 1;
			state <= idle;
			ready <= 0;
		end
		case(state)
			idle: begin
					next <= 0;
					start1 <= 1;
					state <= subtract;
					wc <= 0;
			end
			subtract: begin
					if(wc < 6) begin
						if (wc == 5) begin
							next <= 1;
						end
						wc <= wc + 1;
						start1 <= 0;
					end
					else begin
						next <= 0;
						start1 <= 1;
						start2 <= 1;
						state <= multiply;
						wc <= 0;
					end
			end
			multiply: begin
					if(wc < 6) begin
						if (wc == 5) begin
							next <= 1;
						end
						wc <= wc + 1;
						start1 <= 0;
						start2 <= 0;
					end
					else begin
						next <= 0;
						start1 <= 1;
						start2 <= 1;
						start3 <= 1;
						state <= add;
						wc <= 0;
					end
			end
			add: begin
					if(wc < 6) begin
						if (wc == 5) begin
							next <= 1;
						end
						wc <= wc + 1;
						start1 <= 0;
						start2 <= 0;
						start3 <= 0;
						ready <= 0;
					end
					else begin
						ready <= 1;
						next <= 0;
						start1 <= 1;
						start2 <= 1;
						start3 <= 1;
						if (stop) begin
							state <= stopped;
						end
						else begin
							state <= add;
						end
						wc <= 0;
					end
			end
			stopped: begin
				ready <= 1;
				start1 <= 0;
				start2 <= 0;
				start3 <= 0;
				next <= 0;
			end
		endcase
	end
endmodule
module adder_fp(
	input logic clk, start, op,
	input logic [31:0] A, B,
	output logic ready, busy,
	output logic [31:0] Y	
);
	logic [3:0] state = 4'd0;  
	parameter idle = 4'd0, checks = 4'd1, operation = 4'd2, addition = 4'd3, subtraction = 4'd4, leadingZero = 4'd5, 
		finished = 4'd6;
	logic A_sign, B_sign, isSet, group2;
	logic [23:0] A_mantissa, B_mantissa, final_mantissa;
	logic [7:0] A_exponent, B_exponent, final_exponent;
	logic [24:0] output_mantissa;
	always_ff @(posedge clk) begin
		case(state)
			idle: begin
				ready <= 0;
				busy <= 0;
				if (start) begin
					state <= checks;
					A_sign <= A[31];
					A_exponent <= A[30:23];
					A_mantissa <= {1'b1, A[22:0]};
					B_sign <= B[31];
					B_exponent <= B[30:23];
					B_mantissa <= {1'b1, B[22:0]};
					isSet <= 0;
					group2 <= 0;
				end
			end
			checks: begin
				busy <= 1;
				if (A == 0) begin
					if (!op) begin
						Y <= B;
					end
					else begin
						Y <= {!B[31], B[30:0]};
					end
					isSet <= 1;
					state <= finished;
				end
				else if (B == 0) begin
					Y <= A;
					isSet <= 1;
					state <= finished;
				end
				else if(((A_exponent == 8'b11111111) && (A_mantissa[22:0] > 0)) || ((B_exponent == 8'b11111111) && (B_mantissa[22:0] > 0))) begin
					Y <= {1'b0,8'b11111111,22'b0,1'b1};
					isSet <= 1;
					state <= finished;
				end
				else if ((A_exponent == 8'b11111111 && A_mantissa[22:0] == 0) && (B_exponent == 8'b11111111 && B_mantissa[22:0] == 0)) begin
					if (A_sign == B_sign) begin
						if (op) begin
							Y <= {1'b0,8'b11111111,22'b0,1'b1};
							isSet <= 1;
							state <= finished;
						end
						else begin
							Y <= A;
							isSet <= 1;
							state <= finished;
						end
					end
					else begin
						if(!op) begin
							Y <= {1'b0,8'b11111111,22'b0,1'b1};
							isSet <= 1;
							state <= finished;
						end
						else begin
							Y <= A;
							isSet <= 1;
							state <= finished;
						end
					end
				end
				else if (A_exponent == 8'b11111111 && A_mantissa[22:0] == 0) begin
					Y <= A;
					isSet <= 1;
					state <= finished;
				end
				else if (B_exponent == 8'b11111111 && B_mantissa[22:0] == 0) begin
					Y <= B;
					isSet <= 1;
					state <= finished;
				end
				else begin
					if (A_exponent < B_exponent) begin
						A_mantissa <= A_mantissa >> (B_exponent - A_exponent);
						final_exponent <= B_exponent;
					end
					else begin 
						B_mantissa <= B_mantissa >> (A_exponent - B_exponent);
						final_exponent <= A_exponent;
					end
					state <= operation;
				end
			end
			operation: begin
					if ((!op && !A_sign && !B_sign) || (!op && A_sign && B_sign) || (op && !A_sign && B_sign) || (op && A_sign && !B_sign)) begin
						output_mantissa <= A_mantissa + B_mantissa;
						state <= addition;
					end
					else begin
						group2 <= 1;
						state <= subtraction;
					end
			end
			addition: begin
				if (output_mantissa[24] == 1) begin
					final_exponent <= final_exponent + 1;
					if (output_mantissa[0] == 1) begin
						final_mantissa <= output_mantissa[24:1] + 1;
					end
					else begin
						final_mantissa <= output_mantissa[24:1];
					end
					if (final_exponent == 255) begin
						final_mantissa <= 0;
					end
				end
				else begin
					final_mantissa <= output_mantissa[23:0];
				end
				state <= finished;
			end
			subtraction: begin
				if (A_mantissa < B_mantissa) begin 
					output_mantissa <= B_mantissa - A_mantissa;
					state <= leadingZero;
				end
				else if (B_mantissa < A_mantissa) begin
					output_mantissa <= A_mantissa - B_mantissa;
					state <= leadingZero;
				end
				else begin
						Y <= 0;
						state <= finished;
						isSet <= 1;
				end
			end
			leadingZero: begin
				casez(output_mantissa[23:0])
					24'b1???????????????????????: begin final_mantissa <= output_mantissa[23:0]; end
					24'b01??????????????????????: begin final_mantissa <= output_mantissa[23:0] << 1; final_exponent <= final_exponent - 1; end
					24'b001?????????????????????: begin final_mantissa <= output_mantissa[23:0] << 2; final_exponent <= final_exponent - 2; end
					24'b0001????????????????????: begin final_mantissa <= output_mantissa[23:0] << 3; final_exponent <= final_exponent - 3; end
					24'b00001???????????????????: begin final_mantissa <= output_mantissa[23:0] << 4; final_exponent <= final_exponent - 4; end
					24'b000001??????????????????: begin final_mantissa <= output_mantissa[23:0] << 5; final_exponent <= final_exponent - 5; end
					24'b0000001?????????????????: begin final_mantissa <= output_mantissa[23:0] << 6; final_exponent <= final_exponent - 6; end
					24'b00000001????????????????: begin final_mantissa <= output_mantissa[23:0] << 7; final_exponent <= final_exponent - 7; end
					24'b000000001???????????????: begin final_mantissa <= output_mantissa[23:0] << 8; final_exponent <= final_exponent - 8; end
					24'b0000000001??????????????: begin final_mantissa <= output_mantissa[23:0] << 9; final_exponent <= final_exponent - 9; end
					24'b00000000001?????????????: begin final_mantissa <= output_mantissa[23:0] << 10; final_exponent <= final_exponent - 10; end
					24'b000000000001????????????: begin final_mantissa <= output_mantissa[23:0] << 11; final_exponent <= final_exponent - 11; end
					24'b0000000000001???????????: begin final_mantissa <= output_mantissa[23:0] << 12; final_exponent <= final_exponent - 12; end
					24'b00000000000001??????????: begin final_mantissa <= output_mantissa[23:0] << 13; final_exponent <= final_exponent - 13; end
					24'b000000000000001?????????: begin final_mantissa <= output_mantissa[23:0] << 14; final_exponent <= final_exponent - 14; end
					24'b0000000000000001????????: begin final_mantissa <= output_mantissa[23:0] << 15; final_exponent <= final_exponent - 15; end
					24'b00000000000000001???????: begin final_mantissa <= output_mantissa[23:0] << 16; final_exponent <= final_exponent - 16; end
					24'b000000000000000001??????: begin final_mantissa <= output_mantissa[23:0] << 17; final_exponent <= final_exponent - 17; end
					24'b0000000000000000001?????: begin final_mantissa <= output_mantissa[23:0] << 18; final_exponent <= final_exponent - 18; end
					24'b00000000000000000001????: begin final_mantissa <= output_mantissa[23:0] << 19; final_exponent <= final_exponent - 19; end
					24'b000000000000000000001???: begin final_mantissa <= output_mantissa[23:0] << 20; final_exponent <= final_exponent - 20; end
					24'b0000000000000000000001??: begin final_mantissa <= output_mantissa[23:0] << 21; final_exponent <= final_exponent - 21; end
					24'b00000000000000000000001?: begin final_mantissa <= output_mantissa[23:0] << 22; final_exponent <= final_exponent - 22; end
					default: begin final_mantissa = output_mantissa[23:0] << 23; final_exponent <= final_exponent - 23; end
				endcase
				state <= finished;
			end
			finished: begin
				if (isSet) begin
				end
				else if ((A_mantissa < B_mantissa) && group2 ) begin
					Y <= {!A_sign, final_exponent, final_mantissa[22:0]};
				end
				else begin
					Y <= {A_sign, final_exponent, final_mantissa[22:0]};
				end
				ready <= 1;
				state <= idle; 
			end
		endcase
	end
endmodule
module multiplier_fp(
	input logic clk, start,
	input logic [31:0] A, B,
	output logic ready, busy,
	output logic [31:0] Y
);
	logic [3:0] state = 4'd0;  
	parameter idle = 4'd0, checks = 4'd1, normalize = 4'd2, round = 4'd3, stillnormalized = 4'd4, finished = 4'd5;
	logic A_sign, B_sign, isSet;
	logic [23:0] A_mantissa, B_mantissa;
	logic [24:0] final_mantissa;
	logic [7:0] A_exponent, B_exponent;
	logic signed [9:0] final_exponent;
	logic [47:0] output_mantissa;
	always_ff @(posedge clk) begin
		case(state)
			idle: begin
				ready <= 0;
				busy <= 0;
				if (start) begin
					state <= checks;
					A_sign <= A[31];
					A_exponent <= A[30:23];
					A_mantissa <= {1'b1, A[22:0]};
					B_sign <= B[31];
					B_exponent <= B[30:23];
					B_mantissa <= {1'b1, B[22:0]};
					isSet <= 0;
				end
			end
			checks: begin
				busy <= 1;
				if ((A == 0) || (B == 0)) begin
					isSet <= 1;
					state <= finished;
					Y <= 0;
				end
				else if(((A_exponent == 8'b11111111) && (A_mantissa[22:0] > 0)) || ((B_exponent == 8'b11111111) && (B_mantissa[22:0] > 0))) begin
					Y <= {1'b0,8'b11111111,22'b0,1'b1};
					isSet <= 1;
					state <= finished;
				end
				else if ((A_exponent == 8'b11111111 && A_mantissa[22:0] == 0) && (B_exponent == 8'b11111111 && B_mantissa[22:0] == 0)) begin
					if (A_sign == B_sign) begin
						Y <= A;
						isSet <= 1;
						state <= finished;
					end
					else begin
						Y <= {1'b0,8'b11111111,22'b0,1'b1};
						isSet <= 1;
						state <= finished;
					end
				end
				else if (A_exponent == 8'b11111111 && A_mantissa[22:0] == 0) begin
					Y <= A;
					isSet <= 1;
					state <= finished;
				end
				else if (B_exponent == 8'b11111111 && B_mantissa[22:0] == 0) begin
					Y <= B;
					isSet <= 1;
					state <= finished;
				end
				else begin
					final_exponent <= (A_exponent + B_exponent) - 127;
					output_mantissa <= A_mantissa * B_mantissa;
					state <= normalize;
				end
			end
			normalize: begin
				if((final_exponent > 254) || (final_exponent < 1)) begin
					Y <= {1'b0,8'b11111111,22'b0,1'b1};
					state <= finished;
					isSet <= 1;
				end
				else if (output_mantissa[47] == 1) begin
					final_exponent <= final_exponent + 1;
					output_mantissa <= output_mantissa >> 23;
					state <= round;
				end
				else begin
					final_mantissa <= output_mantissa[46:23];
					state <= finished;
				end
			end
			round: begin
				if(final_exponent[8] == 1) begin
					Y <= {1'b0,8'b11111111,22'b0,1'b1};
					state <= finished;
					isSet <= 1;
				end
				else begin
					if (output_mantissa[0] == 1) begin
						final_mantissa <= output_mantissa[24:1] + 1;
					end
					else begin
						final_mantissa <= output_mantissa[24:1];
					end
				end
				state <= stillnormalized;
			end
			stillnormalized: begin
				if(final_exponent[8] == 1) begin
					Y <= {1'b0,8'b11111111,22'b0,1'b1};
					state <= finished;
					isSet <= 1;
				end
				else if(final_mantissa[24] == 1) begin
					if (final_mantissa[0] == 0) begin
						final_mantissa <= final_mantissa >> 1;
						final_exponent <= final_exponent + 1;
						state <= finished;
					end
					else begin
						final_mantissa <= final_mantissa[24:1] + 1;
						final_exponent <= final_exponent + 1;
						state <= stillnormalized;
					end
				end
				else begin
					state <= finished;
				end
			end
			finished: begin
				if (isSet) begin
				end
				else if( A_sign == B_sign ) begin
					Y <= {1'b0, final_exponent[7:0], final_mantissa[22:0]};
				end
				else begin
					Y <= {1'b1, final_exponent[7:0], final_mantissa[22:0]};
				end
				ready <= 1;
				state <= idle;
			end
		endcase
	end
endmodule
$ cat flow/run.sh
#!/bin/bash
# OpenROAD 26Q1-2900-gdf79404cd8, Yosys 0.63+post, stock flow scripts
make -C /OpenROAD-flow-scripts/flow DESIGN_CONFIG=/design/flow/config.mk WORK_HOME=/design/flow/orfs finish
==> ci_impl_report.md <==
## Synthesis and layout report

| Metric | Value |
|---|---|
| Max FO, Critical Path | 5 |
| Pwr dens | 1650 mW/mm² |
| Gr ovfl total | 0 |
| FF-to-FF End | wc[0]$_SDFFCE_PP0P_ |
| Synth top cells by count | 32 x buf_4, 7 x nand2_1, 6 x dfxtp_1, 6 x edfxtp_1, 4 x nor2_1 |
| Fin. max-slew vios | 0 |
| Die Ht | 88 µm |
| Worst R2R Path Depth | 3 |
| Clock root cell | clkbuf_8 |
| Startpoint Class | flip-flop |
| Post-placement cell area | 726 µm² |
| Non-filler instance count after layout | 136 |
| Final setup viols | 0 |
| Dominant Register Cell | edfxtp_1 |
| GRT Util Overall | 0.0311 |
| Synthesis-to-layout area growth | 4.58% |
| Top comb family, area | buffers and inverters |
| Yosys reg bits | 12 |
| Cycle use final | 0.889 |
| OpenROAD warning count | 90 |
| WP data arrival | 1.51 ns |
| Simple Share, Synth | 0.0883 |
| Worst min path class | flip-flop to flip-flop |
| CTS Buf Count | 3 |
| Router iterations before antenna repair | 2 |
| Vias per inst | 2.95 |
| Clock latency on the worst-skew pair | approximately 0.23 ns |
| Setup TNS | 0 ns |
| Clock sink count | 12 |
| Synthesized area per cell | 9.83 µm² |
| CP Capture Type | flip-flop |
| Worst Hold Launch | state[0]$_DFF_P_ |
| Routed wire length | between 1000 and 1500 µm |
| Chip area | 0.00774 mm² |
| Initial core utilization | 0.167 |
| CTS Hold Bufs | 0 |
| Setup Skew | 0.00241 ns |
| Hold Path Stages | 1 |
| Cts repair resizes | 0 |
| Top area contributor share | 0.326 |
| FILL cells | ~480 |
| CTS Buffer Depth | 2 |
| Initial antenna violation count | 0 |
| Post-CTS setup buffer count | 0 |
| Seq/Total Area, Yosys | 0.407 |
| Largest net degree at the start of global routing | 8 |
| Reported max-cap violation count | 0 |
| CTS clk-pin slew, worst paths | about 0.05 ns |
| Setup CP Type | flip-flop to flip-flop |
| Adder share | 0.0340 |
| Vias | around 400 |
| Antenna viol nets, final | 0 |
| Data required, critical path | 1.69 ns |
| Yosys stat chip area | approximately 740 µm² |
| Hold Fails Final Rpt | 0 |
| Fin area | 771 µm² |
| Initial DRC Count | 18 |
| Vias in the first global route | a little under 500 |
| First-pass GRT wire length | 2040 µm |
| # placed instances | 132 |
| Yosys xor share | 0.0119 |
| Top-count cell post-synth | buf_4 |
| YS warnings | 69 |
| Layout cell share with drive strength beyond 1 | 0.0833 |
| DIE WIDTH | 88 µm |
| GP Congestion | 0.695 |
| Final Util | 0.175 |
| RSZ-0062 raised after global routing | no |
| CTS tree | yes |
| Worst slew pin tran | 0.663 ns |
| Pleak | 0.342 nW |
| Main area contributors | buf_4 33%, edfxtp_1 24%, dfxtp_1 16%, nand2_1 3.6%, ha_1 3.4% |
| Drc violations | 0 |
| Max VDD drop | between 0.0005 and 0.0006 V |
| # Cells Yosys | 75 |
| Status | complete, no violations |
| Ys async rst share | 0 |
| Tmin final | roughly 1.4 ns |
| Post-synthesis instance total | 75 |
| Detailed Place HPWL | 974 µm |
| Top-Level Pins | 101 |
| Post-synth cell types | 21 |
| Ant diodes | 0 |
| H-tree Lvls | 1 |
| Mux area share | 0 |
| Endpoint, Worst Hold | state[3]$_DFF_P_ |
| Max frequency | roughly 0.7 GHz |
| EDFF count, synth | 6 |
| Slew Limit Headroom | 0.554 |
| Final Power | 1.27 mW |
| Core Rows | 24 |
| Synthesized cell area | between 700 and 800 µm² |
| Average routed wire per standard cell | 8.60 µm |
| Yosys aoi share | 0.112 |
| Reg2Reg Setup Slack | roughly 0.18 ns |
| Placeable core region | 0.00441 mm² |
| Area leader, netlist | buf_4 |
| RR Startpoint | wc[2]$_SDFFCE_PP0P_ |
| Port bufs | 4 |
## kinds of logic (layout without fill, tap and decap cells)
family,count (synthesis),after routing
buffers and inverters,35,11
AND/OR/NAND/NOR,14,14
flip-flops,12,12
AND-OR/OR-AND,10,10
adder cells (fa/ha/maj),2,2
other,1,34
XOR/XNOR,1,1
## power breakdown
group / total, mW / switching (mW) / leakage [nW] / internal [mW]
sequential: 0.619 / 0.111 / 0.110 / 0.507
combinational: 0.383 / 0.184 / 0.209 / 0.199
clock: 0.272 / 0.0973 / 0.0228 / 0.174
total: 1.27 / 0.392 / 0.342 / 0.881
## cells in the final DEF, fill, tap and decap left out, types with 2 or more instances in the layout
master / instances
clkbuf_8: 3
clkdlybuf4s50_1: 4
conb_1: 34
dfxtp_1: 6
edfxtp_1: 6
ha_1: 2
inv_1: 3
nand2_1: 7
nor2_1: 4
o21ai_0: 2
## per-stage QoR
step / hold slack, ns / setup WS, ns
6_report: 0.440 / 0.178
5_1_grt: 0.470 / 0.0239
4_1_cts: 0.440 / 0.180
3_5_place_dp: 0.429 / 0.124
3_3_place_gp: 0.433 / 0.116
2_1_floorplan: 0.420 / 0.389
## layout make-up
| class | count | area [µm²] | share of cell area |
|---|---|---|---|
| well taps | 52 | 65.1 | 0.0844 |
| clock buffers | 4 | 45.0 | 0.0584 |
| multi-input cells | 61 | 309 | 0.401 |
| flip-flops and latches | 12 | 300 | 0.390 |
| inverters | 3 | 11.3 | 0.0146 |
| repair buffers | 4 | 40.0 | 0.0519 |
## state kept, by name, indices dropped and copies added (netlist names)
register / flops
wc: 5
ready: 1
state: 5
next: 1
## worst max-delay path, stage by stage, from the launching register on
cell and delay, ns:
edfxtp_1 0.44, a211oi_1 0.43, o31ai_1 0.26, nor2_1 0.15
## per-layer routing
metal | global-route usage | routed length (µm) | up-vias
li1 | - | - | 203
met1 | 0.0382 | 602 | 172
met2 | 0.0503 | 461 | 24
met3 | 0.0150 | 97 | 2
met4 | 0.00290 | 7 | 0
met5 | 0 | 0 | -
## worst max-delay path by stage
stage | start | end | slack [ns] | depth (start not counted)
final | wc[2]$_SDFFCE_PP0P_ | wc[0]$_SDFFCE_PP0P_ | 0.18 | 3
after CTS | wc[2]$_SDFFCE_PP0P_ | wc[0]$_SDFFCE_PP0P_ | 0.18 | 3
after global routing | wc[2]$_SDFFCE_PP0P_ | wc[1]$_SDFFCE_PP0P_ | 0.02 | 3
No activity file was given, so power comes from the tool's default toggle rates.
